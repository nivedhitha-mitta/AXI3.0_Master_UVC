$ cat flow/config.mk
export PLATFORM = sky130hd
export DESIGN_NAME = axi_ram
export DESIGN_NICKNAME = axi_ram
export VERILOG_FILES = /design/flow/design.v
export SDC_FILE = /design/flow/constraint.sdc
export NUM_CORES = 4
export LEC_CHECK = 1
export CORE_UTILIZATION = 30
$ cat flow/constraint.sdc
current_design axi_ram

set clk_period 42.6
set clk_io_pct 0.2

create_clock -name clk0 -period $clk_period [get_ports {clk}]

set non_clock_inputs [all_inputs -no_clocks]
set_input_delay [expr $clk_period * $clk_io_pct] -clock clk0 $non_clock_inputs
set_output_delay [expr $clk_period * $clk_io_pct] -clock clk0 [all_outputs]
$ cat flow/design.v
parameter ADDR_WIDTH = 8; 
parameter DATA_WIDTH = 128;
module axi_ram #
(
    parameter DATA_WIDTH = 32,
    parameter ADDR_WIDTH = 16,
    parameter STRB_WIDTH = (DATA_WIDTH/8),
    parameter ID_WIDTH = 8,
    parameter PIPELINE_OUTPUT = 0
)
(
    input  wire                   clk,
    input  wire                   rst,
    input  wire [ID_WIDTH-1:0]    s_axi_awid,
    input  wire [ADDR_WIDTH-1:0]  s_axi_awaddr,
    input  wire [7:0]             s_axi_awlen,
    input  wire [2:0]             s_axi_awsize,
    input  wire [1:0]             s_axi_awburst,
    input  wire                   s_axi_awlock,
    input  wire [3:0]             s_axi_awcache,
    input  wire [2:0]             s_axi_awprot,
    input  wire                   s_axi_awvalid,
    output wire                   s_axi_awready,
    input  wire [DATA_WIDTH-1:0]  s_axi_wdata,
    input  wire [STRB_WIDTH-1:0]  s_axi_wstrb,
    input  wire                   s_axi_wlast,
    input  wire                   s_axi_wvalid,
    output wire                   s_axi_wready,
    output wire [ID_WIDTH-1:0]    s_axi_bid,
    output wire [1:0]             s_axi_bresp,
    output wire                   s_axi_bvalid,
    input  wire                   s_axi_bready,
    input  wire [ID_WIDTH-1:0]    s_axi_arid,
    input  wire [ADDR_WIDTH-1:0]  s_axi_araddr,
    input  wire [7:0]             s_axi_arlen,
    input  wire [2:0]             s_axi_arsize,
    input  wire [1:0]             s_axi_arburst,
    input  wire                   s_axi_arlock,
    input  wire [3:0]             s_axi_arcache,
    input  wire [2:0]             s_axi_arprot,
    input  wire                   s_axi_arvalid,
    output wire                   s_axi_arready,
    output wire [ID_WIDTH-1:0]    s_axi_rid,
    output wire [DATA_WIDTH-1:0]  s_axi_rdata,
    output wire [1:0]             s_axi_rresp,
    output wire                   s_axi_rlast,
    output wire                   s_axi_rvalid,
    input  wire                   s_axi_rready
);
parameter VALID_ADDR_WIDTH = ADDR_WIDTH - $clog2(STRB_WIDTH);
parameter WORD_WIDTH = STRB_WIDTH;
parameter WORD_SIZE = DATA_WIDTH/WORD_WIDTH;
initial begin
    if (WORD_SIZE * STRB_WIDTH != DATA_WIDTH) begin
        $error("Error: AXI data width not evenly divisble (instance %m)");
        $finish;
    end
    if (2**$clog2(WORD_WIDTH) != WORD_WIDTH) begin
        $error("Error: AXI word width must be even power of two (instance %m)");
        $finish;
    end
end
localparam [0:0]
    READ_STATE_IDLE = 1'd0,
    READ_STATE_BURST = 1'd1;
reg [0:0] read_state_reg = READ_STATE_IDLE, read_state_next;
localparam [1:0]
    WRITE_STATE_IDLE = 2'd0,
    WRITE_STATE_BURST = 2'd1,
    WRITE_STATE_RESP = 2'd2;
reg [1:0] write_state_reg = WRITE_STATE_IDLE, write_state_next;
reg mem_wr_en;
reg mem_rd_en;
reg [ID_WIDTH-1:0] read_id_reg = {ID_WIDTH{1'b0}}, read_id_next;
reg [ADDR_WIDTH-1:0] read_addr_reg = {ADDR_WIDTH{1'b0}}, read_addr_next;
reg [7:0] read_count_reg = 8'd0, read_count_next;
reg [2:0] read_size_reg = 3'd0, read_size_next;
reg [1:0] read_burst_reg = 2'd0, read_burst_next;
reg [ID_WIDTH-1:0] write_id_reg = {ID_WIDTH{1'b0}}, write_id_next;
reg [ADDR_WIDTH-1:0] write_addr_reg = {ADDR_WIDTH{1'b0}}, write_addr_next;
reg [7:0] write_count_reg = 8'd0, write_count_next;
reg [2:0] write_size_reg = 3'd0, write_size_next;
reg [1:0] write_burst_reg = 2'd0, write_burst_next;
reg s_axi_awready_reg = 1'b0, s_axi_awready_next;
reg s_axi_wready_reg = 1'b0, s_axi_wready_next;
reg [ID_WIDTH-1:0] s_axi_bid_reg = {ID_WIDTH{1'b0}}, s_axi_bid_next;
reg s_axi_bvalid_reg = 1'b0, s_axi_bvalid_next;
reg s_axi_arready_reg = 1'b0, s_axi_arready_next;
reg [ID_WIDTH-1:0] s_axi_rid_reg = {ID_WIDTH{1'b0}}, s_axi_rid_next;
reg [DATA_WIDTH-1:0] s_axi_rdata_reg = {DATA_WIDTH{1'b0}}, s_axi_rdata_next;
reg s_axi_rlast_reg = 1'b0, s_axi_rlast_next;
reg s_axi_rvalid_reg = 1'b0, s_axi_rvalid_next;
reg [ID_WIDTH-1:0] s_axi_rid_pipe_reg = {ID_WIDTH{1'b0}};
reg [DATA_WIDTH-1:0] s_axi_rdata_pipe_reg = {DATA_WIDTH{1'b0}};
reg s_axi_rlast_pipe_reg = 1'b0;
reg s_axi_rvalid_pipe_reg = 1'b0;
reg [DATA_WIDTH-1:0] mem[(2**VALID_ADDR_WIDTH)-1:0];
wire [VALID_ADDR_WIDTH-1:0] s_axi_awaddr_valid = s_axi_awaddr >> (ADDR_WIDTH - VALID_ADDR_WIDTH);
wire [VALID_ADDR_WIDTH-1:0] s_axi_araddr_valid = s_axi_araddr >> (ADDR_WIDTH - VALID_ADDR_WIDTH);
wire [VALID_ADDR_WIDTH-1:0] read_addr_valid = read_addr_reg >> (ADDR_WIDTH - VALID_ADDR_WIDTH);
wire [VALID_ADDR_WIDTH-1:0] write_addr_valid = write_addr_reg >> (ADDR_WIDTH - VALID_ADDR_WIDTH);
assign s_axi_awready = s_axi_awready_reg;
assign s_axi_wready = s_axi_wready_reg;
assign s_axi_bid = s_axi_bid_reg;
assign s_axi_bresp = 2'b00;
assign s_axi_bvalid = s_axi_bvalid_reg;
assign s_axi_arready = s_axi_arready_reg;
assign s_axi_rid = PIPELINE_OUTPUT ? s_axi_rid_pipe_reg : s_axi_rid_reg;
assign s_axi_rdata = PIPELINE_OUTPUT ? s_axi_rdata_pipe_reg : s_axi_rdata_reg;
assign s_axi_rresp = 2'b00;
assign s_axi_rlast = PIPELINE_OUTPUT ? s_axi_rlast_pipe_reg : s_axi_rlast_reg;
assign s_axi_rvalid = PIPELINE_OUTPUT ? s_axi_rvalid_pipe_reg : s_axi_rvalid_reg;
integer i, j;
initial begin
    for (i = 0; i < 2**VALID_ADDR_WIDTH; i = i + 2**(VALID_ADDR_WIDTH/2)) begin
        for (j = i; j < i + 2**(VALID_ADDR_WIDTH/2); j = j + 1) begin
            mem[j] = 0;
        end
    end
end
always @* begin
    write_state_next = WRITE_STATE_IDLE;
    mem_wr_en = 1'b0;
    write_id_next = write_id_reg;
    write_addr_next = write_addr_reg;
    write_count_next = write_count_reg;
    write_size_next = write_size_reg;
    write_burst_next = write_burst_reg;
    s_axi_awready_next = 1'b0;
    s_axi_wready_next = 1'b0;
    s_axi_bid_next = s_axi_bid_reg;
    s_axi_bvalid_next = s_axi_bvalid_reg && !s_axi_bready;
    case (write_state_reg)
        WRITE_STATE_IDLE: begin
            s_axi_awready_next = 1'b1;
            if (s_axi_awready && s_axi_awvalid) begin
                write_id_next = s_axi_awid;
                write_addr_next = s_axi_awaddr;
                write_count_next = s_axi_awlen;
                write_size_next = s_axi_awsize < $clog2(STRB_WIDTH) ? s_axi_awsize : $clog2(STRB_WIDTH);
                write_burst_next = s_axi_awburst;
                s_axi_awready_next = 1'b0;
                s_axi_wready_next = 1'b1;
                write_state_next = WRITE_STATE_BURST;
            end else begin
                write_state_next = WRITE_STATE_IDLE;
            end
        end
        WRITE_STATE_BURST: begin
            s_axi_wready_next = 1'b1;
            if (s_axi_wready && s_axi_wvalid) begin
                mem_wr_en = 1'b1;
                if (write_burst_reg != 2'b00) begin
                    write_addr_next = write_addr_reg + (1 << write_size_reg);
                end
                write_count_next = write_count_reg - 1;
                if (write_count_reg > 0) begin
                    write_state_next = WRITE_STATE_BURST;
                end else begin
                    s_axi_wready_next = 1'b0;
                    if (s_axi_bready || !s_axi_bvalid) begin
                        s_axi_bid_next = write_id_reg;
                        s_axi_bvalid_next = 1'b1;
                        s_axi_awready_next = 1'b1;
                        write_state_next = WRITE_STATE_IDLE;
                    end else begin
                        write_state_next = WRITE_STATE_RESP;
                    end
                end
            end else begin
                write_state_next = WRITE_STATE_BURST;
            end
        end
        WRITE_STATE_RESP: begin
            if (s_axi_bready || !s_axi_bvalid) begin
                s_axi_bid_next = write_id_reg;
                s_axi_bvalid_next = 1'b1;
                s_axi_awready_next = 1'b1;
                write_state_next = WRITE_STATE_IDLE;
            end else begin
                write_state_next = WRITE_STATE_RESP;
            end
        end
    endcase
end
always @(posedge clk) begin
    write_state_reg <= write_state_next;
    write_id_reg <= write_id_next;
    write_addr_reg <= write_addr_next;
    write_count_reg <= write_count_next;
    write_size_reg <= write_size_next;
    write_burst_reg <= write_burst_next;
    s_axi_awready_reg <= s_axi_awready_next;
    s_axi_wready_reg <= s_axi_wready_next;
    s_axi_bid_reg <= s_axi_bid_next;
    s_axi_bvalid_reg <= s_axi_bvalid_next;
    for (i = 0; i < WORD_WIDTH; i = i + 1) begin
        if (mem_wr_en & s_axi_wstrb[i]) begin
            mem[write_addr_valid][WORD_SIZE*i +: WORD_SIZE] <= s_axi_wdata[WORD_SIZE*i +: WORD_SIZE];
        end
    end
    if (rst) begin
        write_state_reg <= WRITE_STATE_IDLE;
        s_axi_awready_reg <= 1'b0;
        s_axi_wready_reg <= 1'b0;
        s_axi_bvalid_reg <= 1'b0;
    end
end
always @* begin
    read_state_next = READ_STATE_IDLE;
    mem_rd_en = 1'b0;
    s_axi_rid_next = s_axi_rid_reg;
    s_axi_rlast_next = s_axi_rlast_reg;
    s_axi_rvalid_next = s_axi_rvalid_reg && !(s_axi_rready || (PIPELINE_OUTPUT && !s_axi_rvalid_pipe_reg));
    read_id_next = read_id_reg;
    read_addr_next = read_addr_reg;
    read_count_next = read_count_reg;
    read_size_next = read_size_reg;
    read_burst_next = read_burst_reg;
    s_axi_arready_next = 1'b0;
    case (read_state_reg)
        READ_STATE_IDLE: begin
            s_axi_arready_next = 1'b1;
            if (s_axi_arready && s_axi_arvalid) begin
                read_id_next = s_axi_arid;
                read_addr_next = s_axi_araddr;
                read_count_next = s_axi_arlen;
                read_size_next = s_axi_arsize < $clog2(STRB_WIDTH) ? s_axi_arsize : $clog2(STRB_WIDTH);
                read_burst_next = s_axi_arburst;
                s_axi_arready_next = 1'b0;
                read_state_next = READ_STATE_BURST;
            end else begin
                read_state_next = READ_STATE_IDLE;
            end
        end
        READ_STATE_BURST: begin
            if (s_axi_rready || (PIPELINE_OUTPUT && !s_axi_rvalid_pipe_reg) || !s_axi_rvalid_reg) begin
                mem_rd_en = 1'b1;
                s_axi_rvalid_next = 1'b1;
                s_axi_rid_next = read_id_reg;
                s_axi_rlast_next = read_count_reg == 0;
                if (read_burst_reg != 2'b00) begin
                    read_addr_next = read_addr_reg + (1 << read_size_reg);
                end
                read_count_next = read_count_reg - 1;
                if (read_count_reg > 0) begin
                    read_state_next = READ_STATE_BURST;
                end else begin
                    s_axi_arready_next = 1'b1;
                    read_state_next = READ_STATE_IDLE;
                end
            end else begin
                read_state_next = READ_STATE_BURST;
            end
        end
    endcase
end
always @(posedge clk) begin
    read_state_reg <= read_state_next;
    read_id_reg <= read_id_next;
    read_addr_reg <= read_addr_next;
    read_count_reg <= read_count_next;
    read_size_reg <= read_size_next;
    read_burst_reg <= read_burst_next;
    s_axi_arready_reg <= s_axi_arready_next;
    s_axi_rid_reg <= s_axi_rid_next;
    s_axi_rlast_reg <= s_axi_rlast_next;
    s_axi_rvalid_reg <= s_axi_rvalid_next;
    if (mem_rd_en) begin
        s_axi_rdata_reg <= mem[read_addr_valid];
    end
    if (!s_axi_rvalid_pipe_reg || s_axi_rready) begin
        s_axi_rid_pipe_reg <= s_axi_rid_reg;
        s_axi_rdata_pipe_reg <= s_axi_rdata_reg;
        s_axi_rlast_pipe_reg <= s_axi_rlast_reg;
        s_axi_rvalid_pipe_reg <= s_axi_rvalid_reg;
    end
    if (rst) begin
        read_state_reg <= READ_STATE_IDLE;
        s_axi_arready_reg <= 1'b0;
        s_axi_rvalid_reg <= 1'b0;
        s_axi_rvalid_pipe_reg <= 1'b0;
    end
end
endmodule
$ cat flow/run.sh
#!/bin/bash
# OpenROAD 26Q1-2900-gdf79404cd8, Yosys 0.63+post, stock flow scripts
make -C /OpenROAD-flow-scripts/flow DESIGN_CONFIG=/design/flow/config.mk WORK_HOME=/design/flow/orfs finish
==> summary.txt <==
Implementation results

The flow ran to the end, and the final reports show no timing, DRC or antenna violations. The synthesis report names the predominant flop master as sky130_fd_sc_hd__edfxtp_1. The switching portion of total power is 21.1%.

The clock tree has to reach 2259 sinks. For this run, asynchronously set or reset flops after synthesis account for 0%. Across the run, the number of max-cap violations was 0. Listed in order, past its start point the critical path passes clkdlybuf4s50_1, and3_2, buf_4, nand2_1, nor2_1. The average via count per standard cell is 4.76.

The worst path uses 25.9% of the clock period. Per Yosys stat, the portion of area used by sequential elements is 78.7%. The cell depth of the worst flop-to-flop path is 6. TritonRoute output was used to compute an average wire per cell of 24.5 um. The number of unique standard cell types used by synthesis is around 40. The number of antenna violations at the first check in global routing came to 48.

The type of element launching the critical path is an input port. The synthesized area per cell is between 20 and 25 sq um. For this run, the chip area from Yosys synthesis comes to between 0.08 and 0.09 sq mm. In the layout the commonest cells are sky130_fd_sc_hd__edfxtp_1, sky130_fd_sc_hd__mux4_2, sky130_fd_sc_hd__clkdlybuf4s50_1. The count of standard-cell rows is 196. After filler insertion, the fill cell instance count of the layout stands at between 20000 and 30000.

The standby leakage power is approximately 0.031 uW. The share of cell area taken by muxes after synthesis is roughly 16%. The slack of the worst reg-to-reg path is 38.10 ns. Looking at the setup timing report, the critical path kind is in2reg. The clock reaches the later pin of the worst-skew pair after about 0.88 ns. The number of input and output port buffers inserted is 358. STA classifies the critical path endpoint as a register. The OpenROAD warning count is 46. The post-synthesis xor/xnor area fraction is 0.203%. The via count of the first global-routing pass is 43000. The overall global routing resource usage is 15.1%. The post-cts repair resize count is 0. The timing report gives the biggest stage delay along the critical path as 0.86 ns. The post-synthesis share of cell area spent on full adders, half adders and majority gates is 0.337%.

Clock tree synthesis selected as its root buffer the cell sky130_fd_sc_hd__clkbuf_16. Of the total synthesized cell area, the portion taken by AND, OR, NAND and NOR gates is 2.11%. Detailed placement reports a standard cell area of 0.0945 sq mm. Buffers inserted to repair hold after CTS numbered 0. The critical path's slowest stage uses the library cell sky130_fd_sc_hd__nor2_1. The clock network burns approximately two fifths of the power.

On the worst setup and hold paths after CTS, the clock-pin slew comes to 0.06 ns. In this run the count of I/O pins placed on the die edge is 380. The count of library flops with an enable pin is about 2300. TritonCTS built the clock tree. Internal power comes to 3740 uW. Counting flops and latches in the post-synthesis netlist gives 2259. The hold violation count in the final report is 0.

The data arrival at the endpoint of the critical path is 11.46 ns. The capture point of the critical path was reported as mem[7][87]. For this run, the number of Yosys warnings is 1.

In the synthesized netlist, the dominant kind of combinational cell is multiplexers. The yosys stat cell total is 3697. Summing all non-filler instances in the final layout gives an area of 0.102 sq mm.

The most common logic cell in the final layout is sky130_fd_sc_hd__edfxtp_1. The report lists the power per cell area as between 40 and 50 mW/mm^2. For reference, the final report shows the max-slew violation count at 0. The starting density of the core is 30.2%.

In the routed design, unresolved DRC markers number 0. For this design the total switching power over the nets is 1000 uW. Counting along the longest clock path gives a buffer depth of 4. The total chip power is 4740 uW. The actual transition at the worst max-transition pin is 1.07 ns. Once the clock tree was built, the setup fixing pass inserted 0 buffers. For this block, the routed nets add up to 201000 um of wire.

For the final routed database, the setup TNS stands at 0 ns. The maximum level of the CTS H-tree is 4. Derived from the worst setup path, the maximum achievable clock frequency is 90.8 MHz. The cell area that synthesis handed to floorplanning was 0.0861 sq mm. In this run, CTS created clock tree buffers numbering between 200 and 250. The detailed router's first-iteration violation count is between 2000 and 2500. The iteration tally of the first detailed-router pass is 5.

Once detailed placement completed, the half-perimeter wirelength came to 125000 um. The start of the worst register-to-register path is read_addr_reg[4]. The worst setup path startpoint is s_axi_wvalid.

Setup repair after global routing left no endpoint under its margin. Note that the worst hold path type here is reg2reg. The synthesis-to-finish area growth is 18.2%. The overall die size recorded for this design is 0.289 sq mm. Max fanout on the critical path was recorded as 16. The routed design could run at a clock period as short as roughly 11 ns. The fraction of the mapped netlist area in compound gates is less than 1%. Registers are responsible for a little over half of the overall power. The required time at the endpoint of the critical path is 43.04 ns. The share of layout cells above drive strength 1 is between 20% and 30%.

The core region is 0.285 sq mm. The worst clock skew is 0.0847 ns. The die is 538 um wide.

Final hold analysis gives a worst-case slack of 0.414 ns. The register with the most flip-flops in the layout has 2048 of them. Global routing finished with a remaining overflow of 0.

The endpoint identified for the worst register-to-register timing path is s_axi_rdata_reg[88]. The first-pass GRT wire length is roughly 290000 um. Per the post-synthesis report, the number of cells in the design is between 3000 and 4000. Combinational logic burns 6.6% of the power. The placer congestion estimate is 0.805. Looking at the VDD voltage map, the peak drop is 0.0397 mV. The total via count after detailed routing is 39000. The height of the chip is 538 um. The worst slew margin relative to its limit is 28.2%. The maximum number of pins on one net before global-route repair is 81.

The final setup violation count is 0. The count of nets left with antenna violations once routing finished came out at 0.
[worst max-delay path: cells and delay by family]
kind	cells	cell delay (ns)
simple gates	3	1.91
buf+inv	2	0.97
[synth_stat cells (3+ instances only)]
master                     count  area, sq um
sky130_fd_sc_hd__edfxtp_1   2251        67600
sky130_fd_sc_hd__mux4_2      613        13800
sky130_fd_sc_hd__nor2_1      289         1080
sky130_fd_sc_hd__clkbuf_1    105          394
sky130_fd_sc_hd__a21oi_1      53          265
sky130_fd_sc_hd__buf_6        45          507
sky130_fd_sc_hd__nand2_1      40          150
sky130_fd_sc_hd__nor2b_1      38          238
sky130_fd_sc_hd__a211oi_1     29          218
sky130_fd_sc_hd__mux2i_1      29          290
sky130_fd_sc_hd__buf_1        20         75.1
sky130_fd_sc_hd__ha_1         20          250
sky130_fd_sc_hd__buf_2        18         90.1
sky130_fd_sc_hd__inv_1        15         56.3
sky130_fd_sc_hd__nand3_1      14         70.1
sky130_fd_sc_hd__xnor2_1      14          123
sky130_fd_sc_hd__buf_4        11         82.6
sky130_fd_sc_hd__mux2_2       10          113
sky130_fd_sc_hd__and3b_1       8         70.1
sky130_fd_sc_hd__dfxtp_1       8          160
sky130_fd_sc_hd__o21ai_0       8         40.0
sky130_fd_sc_hd__nor3_1        6         30.0
sky130_fd_sc_hd__xor2_1        6         52.6
sky130_fd_sc_hd__nand2b_1      5         31.3
sky130_fd_sc_hd__nor3b_1       5         37.5
sky130_fd_sc_hd__a21o_1        4         30.0
sky130_fd_sc_hd__a31oi_1       4         25.0
sky130_fd_sc_hd__nand4_1       4         25.0
sky130_fd_sc_hd__and3_1        3         18.8
sky130_fd_sc_hd__nor4_1        3         18.8
sky130_fd_sc_hd__o31a_1        3         26.3
[metrics by stage]
step	cells	util [%]	worst slack [ns]
after global placement	7771	33.1	30.76
final	8193	35.7	31.59
after CTS	8187	35.7	31.65
after global routing	8190	35.7	31.41
after floorplan	3700	-	30.72
after detailed placement	7771	33.1	30.73
[cell families (layout without fill, tap and decap cells)]
logic type / count (synthesis) / in the layout
compound gates: 108 / 108
fa+ha+maj: 22 / 22
xor+xnor: 20 / 20
mux: 652 / 652
buf+inv: 215 / 940
flops: 2259 / 2259
other cells: 1 / 10
simple gates: 420 / 420
[how the worst min path moves through the flow]
| stage | startpoint | end | slack [ns] | cells after the start |
|---|---|---|---|---|
| 6_report | read_id_reg[5] | s_axi_rid_reg[5] | 0.41 | 0 |
| 5_1_grt | read_id_reg[7] | s_axi_rid_reg[7] | 0.42 | 0 |
| 4_1_cts | read_id_reg[2] | s_axi_rid_reg[2] | 0.41 | 0 |
[metal layers]
metal	GRT usage [%]	share of wire, %	vias up
met1	18.9	36	20000
met2	22.2	46	1955
met5	0.855	0.31	-
met3	10.3	15	359
met4	3.11	2.6	64
li1	-	-	16700
[power groups by stage]
stage / combinational (uW) / sequential, uW / clock [uW]
4_1_cts: 323 / 2480 / 2010
5_1_grt: 340 / 2480 / 2090
6_report: 312 / 2480 / 1950
[layout make-up]
class	instances	area (sq um)	share of cell area [%]
Sequential cell	2259	67800	66.5
Antenna cell	6	15.0	0.0147
Clock buffer	282	6080	5.97
Timing Repair Buffer	508	4780	4.70
Tap cell	3762	4710	4.62
Clock inverter	134	1200	1.18
Multi-Input combinational cell	1226	17200	16.9
Inverter	16	67.6	0.0664
Power figures rest on the tool's default switching activity, not on a simulated workload.
